### config.mk
export PLATFORM = sky130hd
export DESIGN_NAME = ADC128S102_Driver
export DESIGN_NICKNAME = ADC128S102_Driver
export VERILOG_FILES = /design/flow/design.v
export SDC_FILE = /design/flow/constraint.sdc
export NUM_CORES = 4
export LEC_CHECK = 1
export CORE_UTILIZATION = 50
### constraint.sdc
current_design ADC128S102_Driver

set clk_period 4.9
set clk_io_pct 0.2

create_clock -name clk0 -period $clk_period [get_ports {clk}]

set non_clock_inputs [all_inputs -no_clocks]
set_input_delay [expr $clk_period * $clk_io_pct] -clock clk0 $non_clock_inputs
set_output_delay [expr $clk_period * $clk_io_pct] -clock clk0 [all_outputs]
### run.sh
#!/bin/bash
# OpenROAD 26Q1-2900-gdf79404cd8, Yosys 0.63+post, stock flow scripts
make -C /OpenROAD-flow-scripts/flow DESIGN_CONFIG=/design/flow/config.mk WORK_HOME=/design/flow/orfs finish
### design.v
module ADC128S102_Driver (
    input       clk,
    input       rst_n,
    input [2:0] Addr,      
    input       Conv_go,   
    input       dout,      
    output reg [11:0] data,        
    output reg        conv_done,   
    output reg        cs_n,
    output reg        sclk,
    output reg        din          
);
    parameter CLOCK_FREQ = 50_000_000;   
    parameter SRCLK_FREQ = 12_500_000;   
    parameter MCNT_DIV = CLOCK_FREQ / (SRCLK_FREQ * 2) - 1;
    reg [29:0] div_cnt;
    reg [11:0] r_data;
    reg [ 2:0] r_Addr;
    reg        en;   
    always @(posedge clk or negedge rst_n) begin
        if (~rst_n) begin
            div_cnt <= 0;
        end
        else if (div_cnt == MCNT_DIV) begin
            div_cnt <= 0;
        end
        else begin
            div_cnt <= div_cnt + 1'd1;
        end
    end
    reg [5:0] count;
    always @(posedge clk or negedge rst_n) begin
        if (~rst_n) begin
            count <= 6'd0;
        end
        else if ((div_cnt == MCNT_DIV) && (en)) begin
            if (count == 6'd34) begin
                count <= 6'd0;
            end
            else begin
                count <= count + 1'd1;
            end
        end
    end
    always @(posedge clk or negedge rst_n) begin
        if (~rst_n) begin
            en <= 0;
        end
        else if (Conv_go) begin
            en <= 1;
        end
        else if ((count == 34) && (div_cnt == MCNT_DIV)) begin
            en <= 0;
        end
        else begin
            en <= en;
        end
    end
    always @(posedge clk or negedge rst_n) begin
        if (~rst_n) begin
            r_Addr <= 0;
        end
        else begin
            r_Addr <= Addr;
        end
    end
    always @(posedge clk or negedge rst_n) begin
        if (~rst_n) begin
            sclk      <= 0;
            conv_done <= 0;
            din       <= 0;
            r_data    <= 12'd0;
        end
        else if (div_cnt == MCNT_DIV) begin
            case (count)
                0: begin
                    sclk <= 1;
                    cs_n <= 1;
                end
                1: cs_n <= 0;
                2: sclk <= 0;
                3: sclk <= 1;
                4: sclk <= 0;
                5: sclk <= 1;
                6: begin
                    sclk <= 0;
                    din  <= r_Addr[2];
                end
                7: sclk <= 1;
                8: begin
                    sclk <= 0;
                    din  <= r_Addr[1];
                end
                9: sclk <= 1;
                10: begin
                    sclk <= 0;
                    din  <= r_Addr[0];
                end
                11: begin
                    sclk       <= 1;
                    r_data[11] <= dout;
                end
                12:      sclk <= 0;
                13: begin
                    sclk       <= 1;
                    r_data[10] <= dout;
                end
                14:      sclk <= 0;
                15: begin
                    sclk      <= 1;
                    r_data[9] <= dout;
                end
                16:      sclk <= 0;
                17: begin
                    sclk      <= 1;
                    r_data[8] <= dout;
                end
                18:      sclk <= 0;
                19: begin
                    sclk      <= 1;
                    r_data[7] <= dout;
                end
                20:      sclk <= 0;
                21: begin
                    sclk      <= 1;
                    r_data[6] <= dout;
                end
                22:      sclk <= 0;
                23: begin
                    sclk      <= 1;
                    r_data[5] <= dout;
                end
                24:      sclk <= 0;
                25: begin
                    sclk      <= 1;
                    r_data[4] <= dout;
                end
                26:      sclk <= 0;
                27: begin
                    sclk      <= 1;
                    r_data[3] <= dout;
                end
                28:      sclk <= 0;
                29: begin
                    sclk      <= 1;
                    r_data[2] <= dout;
                end
                30:      sclk <= 0;
                31: begin
                    sclk      <= 1;
                    r_data[1] <= dout;
                end
                32:      sclk <= 0;
                33: begin
                    sclk      <= 1;
                    r_data[0] <= dout;
                end
                34: begin
                    cs_n <= 1;
                end
                default: sclk <= 1;
            endcase
        end
    end
    always @(posedge clk or negedge rst_n) begin
        if (~rst_n) begin
            data      <= 0;
            conv_done <= 0;
        end
        else if ((count == 34) && (div_cnt == MCNT_DIV)) begin
            data      <= r_data;
            conv_done <= 1;
        end
        else begin
            data      <= 0;
            conv_done <= 0;
        end
    end
endmodule
==> metrics.yaml <==
status: "finished clean"
comb_area_um2: 1318
ioPinCount: 23
final_util_pct: 59.08
dr_wl_met2_mm: 2.628
drtIter0Drc: 45
worst_slack_ns: 2.774
min_to: "r_data[7]"
fin_setup_tns_ns: 0
die_y_um: 80.70
path_clk_slew_ns: 0.08
relSlewSlack_pct: 59.78
vias: 2072
power_leakage_nw: 1.627
ir_drop_mv: 0.2715
clk_latency_ns: 0.34
startpoint_type: "flip-flop"
final_hold_viol_count: 0
numClockSinks: 67
arrival_ns: 2.34
skew_ns: 0.01407
ys_seq_share_pct: 54.30
grt_max_degree: 48
ctsResizeCount: 0
crit_type: "flip-flop to flip-flop"
gp_congestion: 0.7860
synth_flop_count: 67
r2r_slack_ns: 2.77
avgSynthCellArea_um2: 11.22
vias_per_cell: 5.511
rsz0062_at_grt: "false"
cts_tree: "done"
hold_depth: 1
worstRegToRegCells: 6
portBuffers: 21
rr_endpoint: "r_data[9]"
yosysCellCount: 276
nFillCells: 518
topRoutingLayerUsed: "met4"
crit_path_end_kind: "flip-flop"
worst_pin_slew_ns: 0.5983
fmax_mhz: 470.3
yosysUniqueCellTypes: 38
finalCritPeriodShare_pct: 43.39
hp-class: "flip-flop to flip-flop"
fin_crit_ns: 2.126
antenna_cells: 0
ctsHoldBuffers: 0
setup_viol: 0
drc: 0
first_pass_iters: 6
syn_area_um2: 3097
layout.cells.most_common: "dfrtp_1"
dp_hpwl_mm: 3.665
core-area_um2: 5956
wl_met1_mm: 2.709
warnings: 29
path_max_fanout: 41
ys_warn_count: 3
syn_to_final_growth_pct: 13.62
drt-total-wl_mm: 5.585
rows: 28
route.met3.wl_um: 187
cts_root_buf: "clkbuf_8"
fp_util_pct: 52.00
grt_pass1_vias: 2082
ant_nets: 0
preCtsSetupSlack_ns: 2.773
netlist_instances: 276
grt_antenna_before_repair: 0
finalMaxSlewViolations: 0
powerDensity_nw_per_um2: 396.0
die_area_um2: 6512
r2r-start: "div_cnt[24]"
hp-start: "r_data[7]"
seq_area_um2: 1682
wl_per_cell_um: 14.85
cap_violations: 0
worstPathRequired_ns: 5.12
htreeDepth: 3
grt_pass1_wl_mm: 9.798
cts_buffer_depth: 2
most-common-layout-cells: "dfrtp_1, xnor2_1, nand2_1, nand3_1, and3_1"
grt_usage_pct: 20.42
overflow: 0
die_width_um: 80.70
cts_buffers: 9
yosysChipArea_um2: 3097
postCtsSetupRepairBufs: 0
drive_gt1_share_pct: 8.638
how the worst max path moves through the flow:
| stage | to | start | cells after the start | slack (ns) |
|---|---|---|---|---|
| 4_1_cts | r_data[7] | div_cnt[24] | 6 | 2.75 |
| 6_report | r_data[9] | div_cnt[24] | 6 | 2.77 |
| 5_1_grt | r_data[9] | div_cnt[13] | 6 | 2.58 |
through the flow:
step	total power [mW]	instances	instance area [um^2]	hold WS (ns)
detailed placement	0.9845	360	3336	0.4725
global route	1.491	376	3518	0.5081
CTS	1.409	376	3518	0.4924
global placement	0.9843	360	3336	0.4656
floorplan	0.8966	276	3097	0.4392
finish	1.393	376	3518	0.4886
cells in the mapped netlist:
| library cell | count | area share [%] |
|---|---|---|
| a21o_1 | 4 | 0.97 |
| a21oi_1 | 3 | 0.48 |
| a22oi_1 | 1 | 0.24 |
| a41o_1 | 1 | 0.32 |
| and2_1 | 1 | 0.20 |
| and3_1 | 21 | 4.2 |
| and4_1 | 3 | 0.85 |
| buf_2 | 3 | 0.48 |
| buf_4 | 1 | 0.24 |
| buf_6 | 2 | 0.73 |
| clkbuf_1 | 8 | 0.97 |
| conb_1 | 1 | 0.12 |
| dfrtp_1 | 66 | 53 |
| edfxtp_1 | 1 | 0.97 |
| ha_1 | 6 | 2.4 |
| inv_1 | 6 | 0.73 |
| mux2_1 | 11 | 4.0 |
| mux2_2 | 3 | 1.1 |
| mux2i_1 | 2 | 0.65 |
| nand2_1 | 21 | 2.5 |
| nand3_1 | 21 | 3.4 |
| nand4_1 | 18 | 3.6 |
| nand4_2 | 1 | 0.40 |
| nor2_1 | 12 | 1.5 |
| nor2b_1 | 7 | 1.4 |
| nor3_1 | 3 | 0.48 |
| nor3_2 | 1 | 0.32 |
| nor3_4 | 1 | 0.53 |
| nor4_1 | 7 | 1.4 |
| nor4_2 | 2 | 0.81 |
| nor4_4 | 1 | 0.69 |
| nor4b_1 | 1 | 0.28 |
| o211ai_1 | 1 | 0.24 |
| o21ai_0 | 4 | 0.65 |
| o21bai_1 | 1 | 0.24 |
| o31ai_1 | 1 | 0.24 |
| xnor2_1 | 23 | 6.5 |
| xor2_1 | 6 | 1.7 |
layout make-up:
type / instances / share of cell area, %
clock buffers: 14 / 4.908
repair buffers: 23 / 6.259
multi-input cells: 189 / 37.45
clock inverters: 2 / 0.2845
well taps: 75 / 2.667
inverters: 6 / 0.6401
flip-flops and latches: 67 / 47.80
power breakdown:
group | internal [mW] | total [mW] | leakage [nW] | switching, mW
logic | 0.121 | 0.256 | 0.654 | 0.135
registers | 0.637 | 0.717 | 0.877 | 0.0800
clock network | 0.224 | 0.421 | 0.0965 | 0.196
sequential cells by signal, indices dropped and copies added (netlist names):
name	count
count	6
cs_n	1
data	12
din	1
div_cnt	30
en	1
r_Addr	3
r_data	12
sclk	1
cells by family (layout without fill, tap and decap cells):
family	count (synthesis)	after routing	synth area share (%)
other	1	1	0.1211
and+or+nand+nor	121	121	22.67
AOI/OAI and AO/OA	16	16	3.394
buffers and inverters	20	45	3.151
DFF	67	67	54.30
muxes	16	16	5.737
adders and majority gates	6	6	2.424
xor gates and xnor gates	29	29	8.202
worst max-delay path, stage by stage, from the launching register on:
cell	delay, ns
dfrtp_1	0.46
nor4_2	0.33
nand2_1	0.15
nor3_4	0.19
buf_4	0.36
nand4_1	0.16
mux2_1	0.33
layer usage:
metal,global-route usage (%),vias to the layer above
li1,-,1017
met3,4.037,6
met5,0,-
met1,30.41,1021
met2,33.39,28
met4,2.857,0
No activity file was given, so power comes from the tool's default toggle rates.
